==> design.v <==
module sram #(
  parameter DATA_WIDTH = 8,
  parameter ADDR_WIDTH = 8
)(
  input clk,
  input we,
  input [ADDR_WIDTH-1:0] addr,
  input [DATA_WIDTH-1:0] data_in,
  output reg [DATA_WIDTH-1:0] data_out
);
  reg [DATA_WIDTH-1:0] mem [(1 << ADDR_WIDTH)-1:0];
  always @(posedge clk) begin
    if (we)
      mem[addr] <= data_in;
    data_out <= mem[addr];
  end
endmodule
==> run.sh <==
#!/bin/bash
# OpenROAD 26Q1-2900-gdf79404cd8, Yosys 0.63+post, stock flow scripts
make -C /OpenROAD-flow-scripts/flow DESIGN_CONFIG=/design/flow/config.mk WORK_HOME=/design/flow/orfs finish
==> config.mk <==
export PLATFORM = sky130hd
export DESIGN_NAME = sram
export DESIGN_NICKNAME = sram
export VERILOG_FILES = /design/flow/design.v
export SDC_FILE = /design/flow/constraint.sdc
export NUM_CORES = 4
export LEC_CHECK = 1
export CORE_UTILIZATION = 30
==> constraint.sdc <==
current_design sram

set clk_period 16.1
set clk_io_pct 0.2

create_clock -name clk0 -period $clk_period [get_ports {clk}]

set non_clock_inputs [all_inputs -no_clocks]
set_input_delay [expr $clk_period * $clk_io_pct] -clock clk0 $non_clock_inputs
set_output_delay [expr $clk_period * $clk_io_pct] -clock clk0 [all_outputs]
==> git commit body <==
Update PnR metrics after Yosys + OpenROAD run

* Count of final setup violators: 0
- Share of total power in the clock network: 41.9%
- Area growth from synthesis to layout: 14.6%
- Setup TNS: 0 ns
* Clock slew at reported path FFs: around 0.06 ns
- In the layout the commonest cells are sky130_fd_sc_hd__edfxtp_1 (2048), sky130_fd_sc_hd__mux4_2 (512), sky130_fd_sc_hd__a22oi_1 (256).
- Critical Setup Path Class: input pin to register
* Count of nets left with antenna violations after detail routing: 0
* Final Cycle Share: around half
- The core region is 260000 µm².
- # IOs: 26
- Startpoint of the worst register-to-register path: mem[91][3]
- The report lists the number of cells resized after CTS as 0.
- Gate Area: roughly 16000 µm²
- The clock tree has to reach between 2000 and 2500 sinks.
- Part of the Yosys area used for sequential elements: between 70 and 80%
- The script logs the ratio of routed vias to standard cells as roughly 5.
* Final number of hold-violating endpoints: 0
- Sequential share of power: between 50% and 60%
- Reg2Reg Capture Point: data_out[3]
- Clock Root Buffer: sky130_fd_sc_hd__clkbuf_16
- Later-pin clock latency in the skew report: approximately 0.86 ns
- Overall routed net length: around 190 mm
- Net switching is between 20% and 30% of the power.
- Synthesis produced 3547 cells.
- Per the repair_timing log after CTS, setup buffers inserted total 0.
- Mapped Area: around 80000 µm²
* DRC violation total after the first TritonRoute iteration: between 2000 and 3000
- Die Size: about 260000 µm²
* Number of fillers in the final layout: ~24000
- The flow ran to the end, and the final reports show no timing, DRC or antenna violations.
- The clock period could shrink to around 7.9 ns.
- Initial antenna violation count: 0
- The post-synth register bit count is about 2100.
* Min setup slack post-route: between 8 and 9 ns
* Comb power frac: approximately 4.4%
- Reported leakage power: 26.8 nW
- Buffers inserted during clock tree synthesis total 198.
* Placement Rows: around 190
- The analysis attributes to net switching a power of between 2 and 2.5 mW.
- For the final database, setup skew stands at roughly 0.042 ns.
* Maximum number of pins on one net before global-route repair: 110
- Routed vias: approximately 37000
- GRT Resource Usage Total: ~16%
- The report puts the hold buffer count at CTS at 0.
- Detailed-routing iteration count for the pre-antenna-repair pass: 5
* Type of destination of the critical path: register
* Ys Warns: 1
- Global-route wire length before repair: ~280 mm
- From left edge to right edge, the die measures 514 µm.
- Setup repair after global routing left no endpoint under its margin.
- Top area cell types: sky130_fd_sc_hd__edfxtp_1 (78%), sky130_fd_sc_hd__mux4_2 (15%), sky130_fd_sc_hd__a22oi_1 (2.4%)
* Yosys cell count: between 3000 and 4000
* Least-Margin Pin Slew: ~1.3 ns
- The number of global-route vias before repair is between 40000 and 50000.
* Cell Pwr Density: roughly 120 nW/µm²
- Grt total ovfl: 0
- The worst setup path is launched from an input pin.
* Worst Min Path Start: mem[180][1]
* Count of different cell masters after synthesis: 22
- Hold EP: data_out[1]
- Maximum buffer depth of the clock tree: 3
- The sequential cells in the finished layout cover a total of 61700 µm².
- The arrival time of data at the worst endpoint is listed as 8.55 ns.
- Slew Viols, Final: 0
* Share of the synthesized area in the top cell type: 78.3%
- Required time of the critical path: roughly 17 ns
* Log Warnings: 32
- Internal Dissipation: between 8 and 9 mW
- Along the worst path, the maximum fanout reaches around 60.
* Most common cell after layout, fill and taps aside: sky130_fd_sc_hd__edfxtp_1
* Worst hold path class: register to register
- Placement Setup Slack: about 7.1 ns
- TritonRoute reported its final design rule violation total as 0.
- Port-buffer cells: 25
- The worst register-to-register path has a setup slack of approximately 13 ns.
* Average wire length per cell after detail routing: about 26 µm
- Number of max-capacitance violations reported: 0
- Reg2reg path depth: 6
- Per the synthesis report, the dominant area consumer among library cells is sky130_fd_sc_hd__edfxtp_1.
- YS chip area: roughly 80000 µm²
- Cells fill 34.6% of the core in the end.
- In this run the tightest slew margin relative to its limit is between 10% and 20%.
* Fraction of final layout cells with drive strength greater than 1: between 20% and 30%
- Max IR drop VDD: about 0.11 mV
- Final GP Congestion: around 0.87
* Number of stages on the worst hold path: 5
- Starting density of the core: a little under a third
- Height of the die: approximately 510 µm
- The HPWL after detailed placement is about 110 mm.
* Clock tree from TritonCTS: done
- Upper clock frequency limit: 127 MHz
- Per the CTS log, the maximum H-tree level is 4.
* Mean area per synthesized cell: ~22 µm²
## synth_stat cells
library cell                  n
sky130_fd_sc_hd__mux4_2     512
sky130_fd_sc_hd__buf_2       36
sky130_fd_sc_hd__nor3_1      30
sky130_fd_sc_hd__dfxtp_1      8
sky130_fd_sc_hd__buf_4       16
sky130_fd_sc_hd__nand3_1     13
sky130_fd_sc_hd__nand4_1      8
sky130_fd_sc_hd__buf_1       19
sky130_fd_sc_hd__clkbuf_1   145
sky130_fd_sc_hd__or2_2        2
sky130_fd_sc_hd__a22oi_1    256
sky130_fd_sc_hd__or3_1        1
sky130_fd_sc_hd__inv_1        1
sky130_fd_sc_hd__nand2b_1     6
sky130_fd_sc_hd__nand2_1     28
sky130_fd_sc_hd__nor2b_1      7
sky130_fd_sc_hd__nor2_1     232
sky130_fd_sc_hd__edfxtp_1  2048
sky130_fd_sc_hd__and2_1       3
sky130_fd_sc_hd__buf_6       16
sky130_fd_sc_hd__o41ai_1     32
sky130_fd_sc_hd__a21oi_1    128
## worst max-delay path: stages
cell and delay, ns:
sky130_fd_sc_hd__buf_8 0.31, sky130_fd_sc_hd__buf_4 0.59, sky130_fd_sc_hd__buf_4 0.66, sky130_fd_sc_hd__buf_12 0.45, sky130_fd_sc_hd__buf_4 0.63, sky130_fd_sc_hd__mux4_2 0.59
sky130_fd_sc_hd__a22oi_1 0.24, sky130_fd_sc_hd__a21oi_1 0.19, sky130_fd_sc_hd__o41ai_1 1.11, sky130_fd_sc_hd__buf_4 0.26, sky130_fd_sc_hd__nand4_1 0.11
## worst max path at each step
stage,start,to,slack [ns],depth (start not counted)
6_report,addr[0],data_out[3],8.23,11
5_1_grt,addr[0],data_out[0],7.83,11
4_1_cts,addr[0],data_out[0],8.02,11
## layout make-up
class | count | share of cell area (%)
antenna | 2 | 0.00556
clock buffer | 249 | 5.74
clock inverter | 126 | 1.49
inverter | 1 | 0.00417
multi-input combinational | 1258 | 17.5
sequential | 2056 | 68.5
tap | 3496 | 4.86
timing repair buffer | 199 | 1.84
## per-layer routing
layer / wire (µm) / GRT usage (%) / part of all wire, % / up-vias
met4: 5800 / 3.94 / 3.0 / 2
met3: 30300 / 11.7 / 16 / 280
met1: 63700 / 17.7 / 33 / 19100
li1: - / - / - / 15400
met2: 90500 / 23.7 / 48 / 2222
met5: 55 / 0.146 / 0.029 / -
## power groups by stage
stage	clock (mW)	sequential, mW	combinational [mW]
6_report	4.61	5.91	0.486
5_1_grt	4.90	5.91	0.525
4_1_cts	4.70	5.91	0.495
## cells by family after synthesis
kind of cell	count (synthesis)	synth area share (%)
AND-OR/OR-AND	416	3.62
flip-flops	2056	78.6
buffers and inverters	233	1.40
multiplexers	512	14.7
AND/OR/NAND/NOR	330	1.73
## per-stage QoR
stage	cell area, µm²	power, mW	std cells	hold slack, ns
4_1_cts	90000	11.1	7385	0.986
3_3_place_gp	83500	6.51	7010	0.958
2_1_floorplan	78500	6.28	3547	0.819
3_5_place_dp	83500	6.52	7010	0.966
6_report	90000	11.0	7387	0.977
5_1_grt	90000	11.3	7385	1.04
## state kept, by name, indices dropped and copies added, names as in the netlist
signal,cells
mem,2048
data_out,8
No activity file was given, so power comes from the tool's default toggle rates.
