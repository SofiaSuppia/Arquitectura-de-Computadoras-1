`/design/flow/design.v`:
```
module ram_simple #(
  parameter DATA_WIDTH = 8,
  parameter ADDR_WIDTH = 7,
  parameter MEM_DEPTH = 128
)(
  input clk,
  input we,
  input [ADDR_WIDTH-1:0] addr,
  input [DATA_WIDTH-1:0] data_in,
  output reg [DATA_WIDTH-1:0] data_out
);
  reg [DATA_WIDTH-1:0] mem [0:MEM_DEPTH-1];
  always @(posedge clk) begin
    if (we)
      mem[addr] <= data_in;       
    data_out <= mem[addr];        
  end
endmodule
```
`/design/flow/config.mk`:
```
export PLATFORM = sky130hd
export DESIGN_NAME = ram_simple
export DESIGN_NICKNAME = ram_simple
export VERILOG_FILES = /design/flow/design.v
export SDC_FILE = /design/flow/constraint.sdc
export NUM_CORES = 4
export LEC_CHECK = 1
export CORE_UTILIZATION = 50
```
`/design/flow/run.sh`:
```
#!/bin/bash
# OpenROAD 26Q1-2900-gdf79404cd8, Yosys 0.63+post, stock flow scripts
make -C /OpenROAD-flow-scripts/flow DESIGN_CONFIG=/design/flow/config.mk WORK_HOME=/design/flow/orfs finish
```
`/design/flow/constraint.sdc`:
```
current_design ram_simple

set clk_period 18.1
set clk_io_pct 0.2

create_clock -name clk0 -period $clk_period [get_ports {clk}]

set non_clock_inputs [all_inputs -no_clocks]
set_input_delay [expr $clk_period * $clk_io_pct] -clock clk0 $non_clock_inputs
set_output_delay [expr $clk_period * $clk_io_pct] -clock clk0 [all_outputs]
```
==> run_results.csv <==
group,metric,value,unit
layout,layout_top_cell,"edfxtp_1",
placed_design,placed_area,0.0418,mm2
logic_synthesis,top_logic_kind,"AND-OR/OR-AND gates",
clocking,hold_buffers,0,
critical_path,slowest_delay,720,ps
clocking,cts_resized,0,
layout,nFillCells,5868,
clocking,cts_max_level,3,
logic_synthesis,mux_share,3.94,%
clocking,clk_path_buf_depth,3,
routing,via_per_inst,6.62,
power_and_ir_drop,irDropWorstVdd,0.0746,mV
logic_synthesis,yosys_area,0.0404,mm2
final_timing,finalSetupViolations,0,
layout,fin_cells,3648,
layout,final_area,0.0451,mm2
critical_path,crit_path_start_kind,"primary input",
logic_synthesis,adder_share,0,%
placed_design,place.gp.congestion,0.982,
logic_synthesis,ys_sh_xor,0,%
power_and_ir_drop,switching_power,1.10,mW
global_routing,track_usage,33.4,%
floorplanning,rows,103,
clocking,tritoncts,"yes",
final_timing,grt_setup_unrepaired,"no",
critical_path,crit_slowest_cell,"a2111oi_2",
routing,wl_per_cell,33.0,um
final_timing,fmax,137,MHz
power_and_ir_drop,powerDensity,112,mW/mm2
critical_path,r2r-end,"data_out[6]$_DFF_P_",
logic_synthesis,yosys.stat.seqShare,76.4,%
global_routing,grt_pass1_wl,175000,um
power_and_ir_drop,p_comb_share,6.0,%
logic_synthesis,ys_types,66,
logic_synthesis,edf_count,1024,
critical_path,critPathKind,"in -> reg",
placed_design,port_buffers,24,
clocking,clock_sinks,1032,
logic_synthesis,yosysWarnings,1,
clocking,numCtsBuffers,102,
clocking,clk_latency,660,ps
power_and_ir_drop,internal-power,3.93,mW
hold_path,worstHoldPathCells,4,
logic_synthesis,synthSimpleGateAreaFrac,4.47,%
logic_synthesis,avgSynthCellArea,16.3,um2
placed_design,placedCellCount,3459,
flow_run,warnings,26,
power_and_ir_drop,pwr-share-clk,41.4,%
routing,dr.first_iter.drc_count,2068,
logic_synthesis,async_flop_share,0,%
hold_path,holdCritPathClass,"reg -> reg",
power_and_ir_drop,power.total,5.03,mW
logic_synthesis,ys.flops,1032,
routing,postRouteWirelength,120000,um
floorplanning,core_area,0.0795,mm2
critical_path,crit_top_cell,"buf_4",
clocking,cts_setup_buffers,0,
critical_path,reg2reg_depth,5,
final_timing,max-slew-margin-rel,24.6,%
routing,dr.pass1.iters,6,
critical_path,worst_ep_arrival_time,7710,ps
critical_path,crit_buf_inv,4,
final_timing,min_period,7310,ps
logic_synthesis,syn_area,0.0404,mm2
outcome,outcome,"finished, final reports clean",
floorplanning,die_h,286,um
layout,final_layout_size_suffix_gt1_share,13.7,%
critical_path,crit_chain,"buf_8 > buf_4 > buf_4 > nor2b_4 > buf_4 > a221oi_1 > nor2_1 > o21ai_0 > nand2_1 > a2111oi_2 > nand4_1",
logic_synthesis,netlist_instances,2475,
global_routing,grt_max_degree,99,
floorplanning,pin_count,25,
final_timing,worst_slew_pin_slew,1130,ps
critical_path,cp_top_family,"buffers and inverters",
hold_path,min_from,"mem[101][7]$_DFFE_PP_",
routing,vias,24200,
final_timing,setup_tns,0,ps
logic_synthesis,ys_dominant_reg_cell,"edfxtp_1",
final_timing,slew_viol_final,0,
final_timing,fin_worst_skew,28.2,ps
global_routing,antenna_found_initial,3,
critical_path,critical_path_peak_fanout,61,
floorplanning,die_w,286,um
logic_synthesis,ys_sh_aoi,12.5,%
floorplanning,die_area,0.0820,mm2
clocking,clk_pin_slew,60,ps
power_and_ir_drop,switching_share,21.8,%
global_routing,grt_pass1_vias,25400,
layout,area_delta_synth_final,11.5,%
critical_path,crit_required,18500,ps
routing,drc,0,
critical_path,worstSetupEndpointType,"register",
final_timing,hold_viol,0,
hold_path,whs_endpoint,"data_out[7]$_DFF_P_",
floorplanning,fp_util,50.9,%
clocking,cts_root_buf,"clkbuf_16",
logic_synthesis,yosysCellCount,2475,
layout,final_cell_mix,"edfxtp_1 (1024), nor2_1 (239), a221oi_1 (220), a21oi_1 (125), buf_4 (111)",
flow_run,maxCapViolations,0,
critical_path,reg2reg_slack,15450,ps
power_and_ir_drop,leakage,14.1,nW
routing,ant_nets,0,
final_timing,period_used_share,40.4,%
placed_design,dpl.hpwl,71300,um
power_and_ir_drop,power_frac_seq,52.7,%
global_routing,overflow,0,
critical_path,r2r-start,"mem[8][6]$_DFFE_PP_",
==> sequential cells by signal (all words and copies together) (netlist names) <==
register and cells:
mem 1024, data_out 8
==> worst min-delay path: cells and delay by family, from the launching register on <==
family	cells	cell delay, ps
AOI/OAI and AO/OA	2	190
DFF	1	320
and+or+nand+nor	2	180
==> through the flow <==
stage	setup slack, ps	hold slack [ps]	util, %
6_report	10790	727	56.7
5_1_grt	10580	788	56.7
4_1_cts	10880	722	56.7
3_5_place_dp	10210	709	52.5
3_3_place_gp	10220	706	52.5
2_1_floorplan	12190	611	-
==> power by group through the flow <==
stage / sequential (mW) / combinational [mW] / clock (mW)
finish: 2.65 / 0.300 / 2.08
global route: 2.65 / 0.317 / 2.20
CTS: 2.65 / 0.295 / 2.10
==> cell families after synthesis <==
family | Yosys count
DFF | 1032
buffers and inverters | 199
and+or+nand+nor | 427
AOI/OAI and AO/OA | 680
muxes | 137
==> routing by layer <==
| layer | track usage (%) | vias up | routed length (um) |
|---|---|---|---|
| li1 | - | 10200 | - |
| met1 | 44.7 | 11900 | 40200 |
| met2 | 46.2 | 1852 | 54500 |
| met3 | 24.7 | 250 | 21300 |
| met4 | 9.02 | 10 | 4290 |
| met5 | 2.15 | - | 215 |
==> how the worst max path moves through the flow <==
stage | start | endpoint | cells past startpoint
after CTS | addr[2] | data_out[0]$_DFF_P_ | 12
final | addr[2] | data_out[6]$_DFF_P_ | 11
after global routing | addr[2] | data_out[0]$_DFF_P_ | 12
==> Yosys cell counts, types with 5 or more instances <==
cell / count / area (um2)
mux2i_1: 61 / 611
o31ai_1: 6 / 45.0
a22o_1: 41 / 359
nand3_1: 17 / 85.1
a221o_1: 20 / 200
o22a_1: 11 / 96.3
a22oi_1: 73 / 548
buf_2: 80 / 400
nor2_1: 240 / 901
dfxtp_1: 8 / 160
buf_6: 23 / 259
buf_4: 9 / 67.6
nor3_1: 16 / 80.1
clkbuf_1: 72 / 270
a21oi_1: 125 / 626
buf_1: 11 / 41.3
o21ai_0: 80 / 400
o211ai_1: 11 / 82.6
nand4_1: 9 / 56.3
mux2_2: 60 / 676
nor2b_1: 12 / 75.1
o221ai_1: 17 / 149
edfxtp_1: 1024 / 30700
mux4_2: 11 / 248
nand2_1: 102 / 383
a211oi_1: 8 / 60.1
and2_1: 5 / 31.3
a221oi_1: 220 / 1930
o22ai_1: 24 / 150
nand2b_1: 8 / 50.1
==> cell type report <==
cell class | instances | area [um2] | share of cell area (%)
clock buffers | 131 | 2790 | 6.18
clock inverters | 57 | 518 | 1.15
repair buffers | 129 | 1030 | 2.29
flip-flops and latches | 1032 | 30900 | 68.6
diodes | 1 | 2.50 | 0.00555
well taps | 1050 | 1310 | 2.91
multi-input cells | 1244 | 8500 | 18.9
inverters | 4 | 17.5 | 0.0389
Power is estimated from default activity; no workload was simulated.
