--- design/flow/design.v ---
module rom_custom(
  input [3:0] addr,
  output reg [7:0] data_out
);
  reg [7:0] mem [0:15];
  initial begin
    mem[0] = 8'hAA;
    mem[1] = 8'hBB;
    mem[2] = 8'hCC;
    mem[3] = 8'hDD;
    mem[4] = 8'hEE;
    mem[5] = 8'hFF;
    mem[6] = 8'h11;
    mem[7] = 8'h22;
    mem[8] = 8'h33;
    mem[9] = 8'h44;
    mem[10] = 8'h55;
    mem[11] = 8'h66;
    mem[12] = 8'h77;
    mem[13] = 8'h88;
    mem[14] = 8'h99;
    mem[15] = 8'h00;
  end
  always @(*) begin
    data_out = mem[addr];
  end
endmodule
--- design/flow/run.sh ---
#!/bin/bash
# OpenROAD 26Q1-2900-gdf79404cd8, Yosys 0.63+post, stock flow scripts
make -C /OpenROAD-flow-scripts/flow DESIGN_CONFIG=/design/flow/config.mk WORK_HOME=/design/flow/orfs finish
--- design/flow/config.mk ---
export PLATFORM = sky130hd
export DESIGN_NAME = rom_custom
export DESIGN_NICKNAME = rom_custom
export VERILOG_FILES = /design/flow/design.v
export SDC_FILE = /design/flow/constraint.sdc
export NUM_CORES = 4
export LEC_CHECK = 1
export CORE_AREA = 10 10 70 70
export DIE_AREA = 0 0 80 80
--- design/flow/constraint.sdc ---
current_design rom_custom

set clk_period 1.0
set clk_io_pct 0.2

create_clock -name clk0 -period $clk_period

set non_clock_inputs [all_inputs -no_clocks]
set_input_delay [expr $clk_period * $clk_io_pct] -clock clk0 $non_clock_inputs
set_output_delay [expr $clk_period * $clk_io_pct] -clock clk0 [all_outputs]
==> impl_metrics.toml <==
# generated from flow reports
[worst_setup_path]
crit_path_max_fanout = 3
slowest_delay_ns = 0.46
critPathRequiredTime_ns = 0.80
crit_type = "primary input to primary output"
crit_chain = "buf_8 -> inv_6 -> ha_4 -> inv_2 -> mux4_2 -> buf_2"
end_kind = "primary output"
crit_buf_inv = 4
crit_path_top_delay_cell = "mux4_2"
worstSetupStartpointType = "primary input"
critPathArrivalTime_ns = 1.21
path_delay_family = "multiplexers"

[power]
comb_power_share_pct = 100.0
leakagePower_nw = 0.2018
p_total_mw = 0.2105
power_frac_seq_pct = 0
p_int_mw = 0.1259
swShare_pct = 40.18
p_clk_share_pct = 0
p_sw_mw = 0.08459
vdd_drop_max_mv = 0.1188
p_per_area_mw_per_mm2 = 410.4

[status]
status = "finished with violations"
violations = "setup timing"

[grt]
grt_usage_pct = 1.942
grt_max_degree = 8
grt-ovfl-total = 0
antenna_found_initial = 0
grt_pass1_vias = 242
grt_pass1_wl_um = 1090

[logic_synthesis]
yosys_warnings = 1
ys_types = 14
syn_area_um2 = 192.7
ys_area_um2 = 192.7
yosysCellCount = 25
synth_area_per_cell_um2 = 7.707
synth_seq_share_pct = 0
netlist_instances = 25

[die]
die_h_um = 80
core_area_mm2 = 0.003416
placementRows = 21
fp_util_pct = 5.641
die_x_um = 80
pin_count = 12
dieArea_mm2 = 0.006400

[sta]
fin_crit_ns = 1.405
hold_ws_ns = 0.8134
grt_setup_unrepaired = "yes"
hold_violations = 0
fin_ws_ns = -0.4052
slew_viol_final = 0
setup_viol = 8
worst-slew-pin-transition_ns = 0.2141
slew_headroom_pct = 85.73
finalClockPeriodUsage_pct = 140.5
fmax_mhz = 711.7

[routing]
drc = 0
via_per_inst = 2.618
vias = 233
drt_pass1_iterations = 1
wl_per_cell_um = 8.202
antenna_cells = 0
dr.first_iter.drc_count = 0
routed_wirelength_um = 730
ant_nets = 0

[finish]
seq_cells = 0
drive_above_1_share_pct = 86.05
clkbuf_count = 0
synthToLayoutAreaGrowth_pct = 166.2
seqCellArea_um2 = 0
design_area_um2 = 513.0

[placed_design]
placed_area_um2 = 407.9
portBuffers = 12
gp_congestion = 0.7174
hpwl_um = 539.3

[clock_network]
ctsHoldBuffers = 0

[run]
openroad.warnings = 38
cap_violations = 0

[worst_hold_path]
hold_class = "primary input to primary output"
## routing by layer
metal	track usage (%)	vias to the layer above	part of all wire [%]
met5	0	-	0
met4	0	0	0
met3	1.136	0	13
met2	3.371	6	47
met1	2.118	111	41
li1	-	116	-
## synthesized netlist by cell type
cell type / instances / share of area [%]
o22ai_1: 1 / 3.2
inv_1: 4 / 7.8
buf_4: 4 / 16
nor3b_1: 1 / 3.9
mux4_2: 1 / 12
xnor2_1: 1 / 4.5
nor2_1: 1 / 1.9
ha_1: 5 / 32
nand2_1: 1 / 1.9
o21ai_0: 2 / 5.2
nand3_1: 1 / 2.6
or2_1: 1 / 3.2
buf_2: 1 / 2.6
a31oi_1: 1 / 3.2
## tightest hold or removal path: stages
cell	delay [ns]
buf_2	0.17
o22ai_2	0.12
buf_2	0.12
## cells in the final DEF, fill, tap and decap left out
cell type	netlist	layout
clkdlybuf4s15_1	0	1
mux4_2	1	1
nand2_2	0	1
ha_4	0	5
inv_2	0	1
o22ai_2	0	1
inv_6	0	1
o21ai_2	0	1
o21ai_1	0	1
nand3_1	1	1
nor3b_2	0	1
xnor2_1	1	1
buf_8	0	2
buf_6	0	4
a31oi_4	0	1
buf_2	1	9
inv_8	0	1
buf_4	4	7
inv_1	4	1
nor2_4	0	1
or2_1	1	1
## path summary, 6_finish.rpt
path    start          end  slack, ns  depth (start not counted)
max   addr[1]  data_out[5]      -0.41                          6
min   addr[2]  data_out[4]       0.81                          3
## power by group through the flow
stage	sequential, mW	combinational, mW	clock, mW
finish	0	0.211	0
CTS	0	0.168	0
global route	0	0.233	0
## cell families (layout without fill, tap and decap cells)
| group | after synthesis | count (layout) | share of synthesized area [%] |
|---|---|---|---|
| XOR/XNOR | 1 | 1 | 4.546 |
| multiplexers | 1 | 1 | 11.69 |
| buffers and inverters | 9 | 27 | 25.97 |
| AND-OR/OR-AND | 4 | 4 | 11.69 |
| AND/OR/NAND/NOR | 5 | 5 | 13.63 |
| adder cells (fa/ha/maj) | 5 | 5 | 32.47 |
## through the flow
stage               worst slack [ns]  std cells  setup TNS [ns]  utilization [%]
floorplan                    -0.3338         25         -0.7082                -
global placement              -1.224         86          -8.741            11.94
detailed placement            -1.221         86          -8.729            11.94
CTS                          -0.4144         88          -2.301            12.75
global route                 -0.4412         89          -2.739            15.02
finish                       -0.4052         89          -2.362            15.02
## area by class of cell
cell class | instances | area [um^2]
tap | 46 | 57.56
timing repair buffer | 23 | 182.7
multi-input combinational | 16 | 245.2
fill | 391 | 2903
inverter | 4 | 27.53
## repair_timing
| item | 4_1_cts | 5_1_grt |
|---|---|---|
| hold endpoints to repair | 0 | 0 |
| resized | 60 | 13 |
| setup endpoints to repair | 8 | 8 |
| buffers inserted | 2 | 1 |
| pin swaps | 3 | 7 |
Power is estimated from default activity; no workload was simulated.
